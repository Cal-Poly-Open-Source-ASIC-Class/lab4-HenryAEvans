===== run.sh =====
#!/bin/bash
# OpenROAD 26Q1-2900-gdf79404cd8, Yosys 0.63+post, stock flow scripts
make -C /OpenROAD-flow-scripts/flow DESIGN_CONFIG=/design/flow/config.mk WORK_HOME=/design/flow/orfs finish

===== config.mk =====
export PLATFORM = sky130hd
export DESIGN_NAME = async_fifo
export DESIGN_NICKNAME = async_fifo
export VERILOG_FILES = /design/flow/design.v
export SDC_FILE = /design/flow/constraint.sdc
export NUM_CORES = 4
export LEC_CHECK = 1
export CORE_UTILIZATION = 30

===== constraint.sdc =====
current_design async_fifo

set clk_period 7.8
set clk_io_pct 0.2

create_clock -name clk0 -period $clk_period [get_ports {rd_clk_i}]
create_clock -name clk1 -period $clk_period [get_ports {wr_clk_i}]

set non_clock_inputs [all_inputs -no_clocks]
set_input_delay [expr $clk_period * $clk_io_pct] -clock clk0 $non_clock_inputs
set_output_delay [expr $clk_period * $clk_io_pct] -clock clk0 [all_outputs]

===== design.v =====
module async_fifo #(
  parameter int DEPTH=8,
  parameter int WIDTH=32
  ) (
    input   logic               areset_ni,
    input   logic               wr_clk_i,
    input   logic               wr_en_i,
    input   logic [WIDTH-1:0]   wr_data_i,
    output  logic               wr_full_o,
    input   logic               rd_clk_i,
    input   logic               rd_en_i,
    output  logic [WIDTH-1:0]   rd_data_o,
    output  logic               rd_empty_o
    );
    localparam int CntrWidth = $clog2(DEPTH) + 1;
    logic [WIDTH-1:0] fifo_mem [DEPTH];
    logic [CntrWidth-1:0] wr_ptr_wr, wr_ptr_rd;
    grey_cntr #(.WIDTH(CntrWidth)) wr_ptr (
      .arst_ni(areset_ni),
      .clk_a_i(wr_clk_i),
      .clk_b_i(rd_clk_i),
      .incr_i(wr_en_i && !wr_full_o),
      .data_a_o(wr_ptr_wr),
      .data_b_o(wr_ptr_rd)
      );
    logic [CntrWidth-1:0] rd_ptr_rd, rd_ptr_wr;
    grey_cntr #(.WIDTH(CntrWidth)) rd_ptr (
      .arst_ni(areset_ni),
      .clk_a_i(rd_clk_i),
      .clk_b_i(wr_clk_i),
      .incr_i(rd_en_i && !rd_empty_o),
      .data_a_o(rd_ptr_rd),
      .data_b_o(rd_ptr_wr)
      );
    assign rd_empty_o = wr_ptr_rd == rd_ptr_rd;
    assign wr_full_o = wr_ptr_wr == (rd_ptr_wr ^ (1 << CntrWidth-1));
    always_ff @(posedge wr_clk_i) begin
      if (wr_en_i && !wr_full_o) begin
        fifo_mem[wr_ptr_wr[CntrWidth-2:0]] <= wr_data_i;
      end
    end
    assign rd_data_o = fifo_mem[rd_ptr_rd[CntrWidth-2:0]];
endmodule
module grey_cntr #(
  parameter int WIDTH=32
  ) (
    input   logic             arst_ni,
    input   logic             clk_a_i,
    input   logic             clk_b_i,
    input   logic             incr_i,
    output  logic [WIDTH-1:0] data_a_o,
    output  logic [WIDTH-1:0] data_b_o
    );
    logic [WIDTH-1:0] cntr_a;
    logic [WIDTH-1:0] cntr_a_next;
    logic [WIDTH-1:0] cntr_a_grey;
    logic [WIDTH-1:0] cntr_a_grey_next;
    assign cntr_a_grey_next = cntr_a_next ^ (cntr_a_next >> 1);
    assign cntr_a_next = unsigned'(cntr_a + 1);
    assign data_a_o = cntr_a;
    assign cntr_a[WIDTH-1] = cntr_a_grey[WIDTH-1];
    genvar i;
    generate
    for (i = WIDTH-2; i >= 0; i--) begin: gen_grey_cntr_a
      assign cntr_a[i] = cntr_a[i+1] ^ cntr_a_grey[i];
    end
    endgenerate
    always_ff @(posedge clk_a_i, negedge arst_ni) begin
      if (!arst_ni) begin
        cntr_a_grey <= 0;
      end else if (incr_i) begin
        cntr_a_grey <= cntr_a_grey_next;
      end
    end
    logic [WIDTH-1:0] cntr_b, inter_reg;
    always_ff @(posedge clk_b_i, negedge arst_ni) begin
      if (!arst_ni) begin
        cntr_b <= 0;
        inter_reg <= 0;
      end else begin
        inter_reg <= cntr_a_grey;
        cntr_b <= inter_reg;
      end
    end
    assign data_b_o[WIDTH-1] = cntr_b[WIDTH-1];
    generate
    for (i = WIDTH-2; i >= 0; i--) begin: gen_grey_cntr_b
      assign data_b_o[i] = cntr_b[i] ^ data_b_o[i+1];
    end
    endgenerate
endmodule

==> results.yml <==
# flow metrics
status:
  status: "completed"
synthesis:
  ys_top_cells_by_area: "edfxtp_1 (71%), mux4_2 (13%), dfrtp_1 (5.6%)"
  edf_count: 256
  synth.most_common_cell: "edfxtp_1"
  flop_cell: "edfxtp_1"
  netlist_instances: 480
  ys_ff: 280
  ys_chip_area_mm2: 0.0108
  yosysWarnings: 2
  ys_cells: 480
  ys_async_sr_fraction: 0.0857
  seq_area_frac_synth: 0.767
  top_area_frac: 0.712
  yosysUniqueCellTypes: 39
  common_cells: "edfxtp_1 (256), mux4_2 (64), mux2_2 (32)"
  syn-cell-area_mm2: 0.0108
  yosysTopAreaCell: "edfxtp_1"
  syn_avg_cell_area_um2: 22.5
min_path:
  holdCritPathClass: "reg2reg"
  holdPathEnd: "rd_ptr.inter_reg[1]$_DFF_PN0_"
  hold_depth: 0
placed_design:
  gp_congestion: 0.744
  place_hpwl_um: 11900
  dp_slack_ps: 2480
  dpl.cell_count: 999
  numPortBuffers: 69
finish:
  final_cells: 1052
  largest_reg_flops: 256
  final-comb-area_mm2: 0.00240
  n_fill_cell: 3124
  syn2layout_area_growth_pct: 21.4
  drive_above_1_share: 0.289
  ff_latch_area_mm2: 0.00829
floorplan:
  die_h_um: 192
  fp_util: 0.304
  rows: 69
  core_area_mm2: 0.0355
  die_area_mm2: 0.0368
  io_pins: 71
  die_x_um: 192
clock_tree:
  hold_buffers: 0
  cts.clk_slew.worst_paths_ps: 60
  cts_resized: 0
  postCtsSetupBuffers: 0
  cts_tree: "done"
  clock_sinks: 280
final_timing:
  hold_viol_final: 0
  slew_headroom: 0.483
  rsz0062_at_grt: "false"
  hold_ws_ps: 170
  tightest_slew_ps: 776
  worst_slack_ps: 2280
  setup_viol: 0
  setup_tns_ps: 0
  slew_violations: 0
  finClkSkew_ps: 19.5
route:
  drt_drc_violations_left: 0
  diodes: 0
  ant_nets: 0
  first_iter_violations: 224
  wirelength_um: 21500
  wl_per_cell_um: 20.4
  num_vias: 4928
  vias_per_cell: 4.68
  first_pass_iters: 4
power_and_ir_drop:
  p_clk_frac: 0.223
  fin_total_pwr_uw: 6490
  swShare: 0.301
  p_per_area_mw_per_mm2: 495
  pwr-share-comb: 0.415
  leakage_uw: 0.00427
  vdd_drop_max_mv: 0.251
  internal_power_uw: 4540
  seq_power_share: 0.362
  p_switching_uw: 1950
global_route:
  track_usage: 0.130
  grt_max_degree: 43
  grt_pass1_wl_um: 32600
  overflow: 0
  grt_pass1_vias: 5534
  antenna_found_initial: 1
job:
  max_cap_viol_count: 0
  openroad.warnings: 29
critical_path:
  required_ps: 6240
  r2r_setup_slack_ps: 4470
  worstSetupStartpointType: "flop"
  reg2reg_to: "fifo_mem[6][31]$_DFFE_PP_"
  worstReg2RegStart: "wr_ptr.cntr_a_grey[3]$_DFFE_PN0P_"
  crit_path_end_kind: "output pin"
  crit_path_max_fanout: 38
  rr_worst_depth: 8
  critPathArrivalTime_ps: 3960
  criticalPathCategory: "reg2out"
## placed cells by master (no fill, tap or decap), types with 2 or more instances in the layout
| master | instances |
|---|---|
| inv_2 | 2 |
| a21oi_1 | 2 |
| o21ai_0 | 6 |
| xnor2_1 | 6 |
| edfxtp_1 | 256 |
| inv_6 | 3 |
| mux4_2 | 64 |
| xor2_1 | 8 |
| a31oi_1 | 2 |
| mux2_2 | 32 |
| nor3_1 | 3 |
| and3_2 | 8 |
| bufinv_16 | 6 |
| dfrtp_1 | 23 |
| nand3_1 | 4 |
| clkbuf_16 | 30 |
| buf_4 | 12 |
| clkinv_1 | 5 |
| inv_1 | 7 |
| clkbuf_1 | 3 |
| nand2_1 | 6 |
| ha_1 | 4 |
| clkinv_2 | 4 |
| nor2_1 | 4 |
| clkdlybuf4s50_1 | 69 |
## worst max-delay path, stage by stage (launching register included)
cell             delay [ps]
dfrtp_1                 580
xor2_4                  160
buf_4                   540
ha_4                    620
buf_4                   500
mux4_2                  550
mux2_2                  280
clkdlybuf4s50_1         420
## final cells by class
type | count | share of cell area
Sequential cell | 280 | 0.632
Multi-Input combinational cell | 168 | 0.183
Timing Repair Buffer | 81 | 0.0595
Clock buffer | 34 | 0.0592
Tap cell | 461 | 0.0440
Clock inverter | 19 | 0.0193
Inverter | 9 | 0.00258
## metal layers
| metal | GRT usage | routed length (µm) | up-vias |
|---|---|---|---|
| li1 | - | - | 2170 |
| met1 | 0.152 | 7420 | 2451 |
| met2 | 0.211 | 10800 | 277 |
| met3 | 0.0806 | 2840 | 28 |
| met4 | 0.0201 | 334 | 2 |
| met5 | 0.00549 | 13 | - |
## power by group through the flow
stage         Clock [µW]  Sequential (µW)  Combinational (µW)
CTS                 1480             2360                2780
global route        1550             2400                2950
finish              1450             2350                2690
## through the flow
step                      utilization  area, µm²
after global placement          0.341      12100
after detailed placement        0.341      12100
after global routing            0.370      13100
final                           0.370      13100
after CTS                       0.370      13100
after floorplan                     -      10800
## logic make-up (layout without fill, tap and decap cells)
logic type / count (synthesis) / in the layout / share of synthesized area
fa+ha+maj: 5 / 5 / 0.00579
buf+inv: 32 / 143 / 0.0131
mux: 98 / 98 / 0.169
simple gates: 29 / 29 / 0.0152
xor+xnor: 18 / 18 / 0.0180
flops: 280 / 280 / 0.767
compound gates: 18 / 18 / 0.0114
## worst max path at each step
stage	slack, ps	startpoint	endpoint
CTS	2190	rd_ptr.cntr_a_grey[3]$_DFFE_PN0P_	rd_data_o[28]
global route	2070	rd_ptr.cntr_a_grey[3]$_DFFE_PN0P_	rd_data_o[28]
finish	2280	rd_ptr.cntr_a_grey[3]$_DFFE_PN0P_	rd_data_o[28]
Power figures rest on the tool's default switching activity, not on a simulated workload.
